$ cat flow/run.sh
#!/bin/bash
# OpenROAD 26Q1-2900-gdf79404cd8, Yosys 0.63+post, stock flow scripts
make -C /OpenROAD-flow-scripts/flow DESIGN_CONFIG=/design/flow/config.mk WORK_HOME=/design/flow/orfs finish
$ cat flow/config.mk
export PLATFORM = sky130hd
export DESIGN_NAME = Fifo_Control
export DESIGN_NICKNAME = Fifo_Control
export VERILOG_FILES = /design/flow/design.v
export SDC_FILE = /design/flow/constraint.sdc
export NUM_CORES = 4
export LEC_CHECK = 1
export CORE_AREA = 10 10 391 391
export DIE_AREA = 0 0 401 401
export SYNTH_HDL_FRONTEND = slang
$ cat flow/constraint.sdc
current_design Fifo_Control

set clk_period 18.5
set clk_io_pct 0.2

create_clock -name clk0 -period $clk_period [get_ports {aclk}]

set non_clock_inputs [all_inputs -no_clocks]
set_input_delay [expr $clk_period * $clk_io_pct] -clock clk0 $non_clock_inputs
set_output_delay [expr $clk_period * $clk_io_pct] -clock clk0 [all_outputs]
$ cat flow/design.v
module Fifo_Control
#(
	parameter ID_tag = 0,
    parameter Max_Burst_Len = 64,
    parameter RW_Delay_Value = 4,
    parameter Base_Address = 0,
    parameter Memory_Size = 100,
    parameter MIG_Port_Size = 128,
    parameter IO_Fifo_Depth = 32
)
(
    input logic aclk,
    input logic aresetn,
    input logic soft_resetn,
    input logic init_calib,
    input  logic [MIG_Port_Size-1:0] in_tdata,
    input  logic in_tvalid,
    output logic in_tready,
    input  logic [31:0] in_wr_count,
    output logic [MIG_Port_Size-1:0] out_tdata,
    output logic out_tvalid,
    input  logic out_tready,
    input  logic [31:0] out_rd_count,
    output logic [3:0]  MIG_Port_AWID,
    output logic [31:0] MIG_Port_AWADDR,
    output logic [3:0]  MIG_Port_AWREGION,
    output logic [7:0]  MIG_Port_AWLEN,
    output logic [2:0]  MIG_Port_AWSIZE,
    output logic [1:0]  MIG_Port_AWBURST,
    output logic        MIG_Port_AWLOCK,
    output logic [3:0]  MIG_Port_AWCACHE,
    output logic [2:0]  MIG_Port_AWPROT,
    output logic [3:0]  MIG_Port_AWQOS,
    output logic        MIG_Port_AWVALID,
    input  logic        MIG_Port_AWREADY,
    output logic [MIG_Port_Size-1:0]   MIG_Port_WDATA,
    output logic [MIG_Port_Size/8-1:0] MIG_Port_WSTRB,
    output logic                       MIG_Port_WLAST,
    output logic                       MIG_Port_WVALID,
    input  logic                       MIG_Port_WREADY,
    input  logic [3:0] MIG_Port_BID,
    input  logic [1:0] MIG_Port_BRESP,
    output logic       MIG_Port_BREADY,
    input  logic       MIG_Port_BVALID,
    output logic [3:0]  MIG_Port_ARID,
    output logic [31:0] MIG_Port_ARADDR,
    output logic [3:0]  MIG_Port_ARREGION,
    output logic [7:0]  MIG_Port_ARLEN,
    output logic [2:0]  MIG_Port_ARSIZE,
    output logic [1:0]  MIG_Port_ARBURST,
    output logic        MIG_Port_ARLOCK,
    output logic [3:0]  MIG_Port_ARCACHE,
    output logic [2:0]  MIG_Port_ARPROT,
    output logic [3:0]  MIG_Port_ARQOS,
    output logic        MIG_Port_ARVALID,
    input  logic        MIG_Port_ARREADY,
    input  logic [3:0]                 MIG_Port_RID,
    input  logic [MIG_Port_Size-1:0]   MIG_Port_RDATA,
    input  logic [1:0]                 MIG_Port_RRESP,
    input  logic                       MIG_Port_RLAST,
    input  logic                       MIG_Port_RVALID,
    output logic                       MIG_Port_RREADY
);
localparam Max_Address = Base_Address + Memory_Size * (MIG_Port_Size / 8);
localparam Bytes_in_Word = MIG_Port_Size / 8;
localparam Transfer_Size = $clog2(MIG_Port_Size / 8); 
function automatic logic [31:0] min_func (logic [31:0] mem_space, logic [31:0] fifo_space, logic [31:0] addr_space);
    logic [31:0] min_val_1;
    logic [31:0] min_val_2;
    logic [31:0] min_val;
    if (mem_space > fifo_space)
        min_val_1 = fifo_space;
    else
        min_val_1 = mem_space;
    if (Max_Burst_Len > addr_space)
        min_val_2 = addr_space;
    else
        min_val_2 = Max_Burst_Len;
    if (min_val_1 > min_val_2)
        min_val = min_val_2;
    else
        min_val = min_val_1;
    return min_val;
endfunction 
enum {INIT, CHECK_WR, CHECK_RD, WR, WR_AW, WR_LAST, WR_AW_LAST, WAIT_LAST, WAIT_AW, WAIT_RESP, RD_AR, RD, DELAY_WR, DELAY_RD} State;
logic int_resetn;
logic [31:0] out_Rd_space;
logic [31:0] addr_Rd_space;
logic [31:0] addr_Wr_space;
logic [31:0] Mem_Wr_Addr, Mem_Rd_Addr;             
logic [31:0] Wr_Counter;                           
logic [31:0] Mem_Wr_Counter, Mem_Rd_Counter;       
logic [7:0]  Delay_Counter;
logic [31:0] Wr_Counter_Reg;  
logic [31:0] Rd_Counter_Reg;  
logic [31:0] wr_count_load, rd_count_load;   
assign int_resetn = aresetn & (soft_resetn | !(State == CHECK_WR | State == CHECK_RD));
assign in_tready = (State == WR | State == WR_AW | State == WR_LAST | State == WR_AW_LAST) & MIG_Port_WREADY;
assign out_Rd_space = IO_Fifo_Depth - out_rd_count;  
assign out_tdata = MIG_Port_RDATA;
assign out_tvalid = (State == RD) & MIG_Port_RVALID; 
assign MIG_Port_AWID     = ID_tag;
assign MIG_Port_AWADDR   = Mem_Wr_Addr;
assign MIG_Port_AWREGION = 4'b0000;
assign MIG_Port_AWLEN    = Wr_Counter_Reg - 1;
assign MIG_Port_AWSIZE   = Transfer_Size;
assign MIG_Port_AWBURST  = 2'b01;
assign MIG_Port_AWLOCK   = 1'b0;
assign MIG_Port_AWCACHE  = 4'b0011;
assign MIG_Port_AWPROT   = 3'b010;
assign MIG_Port_AWQOS    = 4'b0000;
assign MIG_Port_AWVALID  = (State == WR | State == WR_LAST | State == WAIT_AW);
assign MIG_Port_ARID     = ID_tag;
assign MIG_Port_ARADDR   = Mem_Rd_Addr;
assign MIG_Port_ARREGION = 4'b0000;
assign MIG_Port_ARLEN    = Rd_Counter_Reg - 1;
assign MIG_Port_ARSIZE   = Transfer_Size;
assign MIG_Port_ARBURST  = 2'b01;
assign MIG_Port_ARLOCK   = 1'b0;
assign MIG_Port_ARCACHE  = 4'b0011;
assign MIG_Port_ARPROT   = 3'b010;
assign MIG_Port_ARQOS    = 4'b0000;
assign MIG_Port_ARVALID  = State == RD_AR;
assign MIG_Port_WDATA  = in_tdata;
assign MIG_Port_WSTRB  = '1;
assign MIG_Port_WLAST  = (State == WR_AW_LAST | State == WR_LAST);
assign MIG_Port_WVALID = (State == WR | State == WR_AW | State == WR_LAST | State == WR_AW_LAST);
assign MIG_Port_BREADY  = State == WAIT_RESP;
assign MIG_Port_RREADY  = State == RD;
always_ff @(posedge aclk) begin : fsm_block
    if(!int_resetn)
        State <= INIT;
    else 
        unique case (State) 
        INIT :       
            State <= (init_calib) ? CHECK_WR : INIT;
        CHECK_WR :   
            if (Mem_Wr_Counter && (in_wr_count == 1 || (addr_Wr_space == 1 && in_wr_count) || (Max_Burst_Len == 1 && in_wr_count)))
                State <= WR_LAST;
            else if (Mem_Wr_Counter && (in_wr_count > 1 && Max_Burst_Len > 1))
                State <= WR;
            else
                State <= CHECK_RD;
        CHECK_RD :   
            State <= (Mem_Rd_Counter && out_Rd_space) ? RD_AR : CHECK_WR;
        WR:          
        	if (MIG_Port_AWREADY)
        		if (MIG_Port_WREADY && Wr_Counter == 2)
        			State <= WR_AW_LAST;
        		else
        			State <= WR_AW;
        	else
        		if (MIG_Port_WREADY && Wr_Counter == 2)
        			State <= WR_LAST;
        		else
        			State <= WR;	
        WR_AW:     
            State <= (MIG_Port_WREADY && Wr_Counter == 2) ? WR_AW_LAST : WR_AW;
        WR_LAST:   
			if (MIG_Port_AWREADY)
        		if (MIG_Port_WREADY)
        			State <= WAIT_RESP;
        		else
        			State <= WR_AW_LAST;
        	else
        		if (MIG_Port_WREADY)
        			State <= WAIT_AW;
        		else
        			State <= WR_LAST;	
		WR_AW_LAST:   
			State <= (MIG_Port_WREADY) ? WAIT_RESP : WR_AW_LAST;
		WAIT_AW:   
			State <= (MIG_Port_AWREADY) ? WAIT_RESP : WAIT_AW;
		WAIT_RESP:   
			State <= (MIG_Port_BVALID) ? DELAY_WR : WAIT_RESP;
		RD_AR:        
            State <= (MIG_Port_ARREADY) ? RD : RD_AR;
        RD:        
            State <= (MIG_Port_RVALID && MIG_Port_RLAST) ? DELAY_RD : RD;
        DELAY_WR :   
            State <= (Delay_Counter == 0) ? CHECK_RD : DELAY_WR;
        DELAY_RD :   
            State <= (Delay_Counter == 0) ? CHECK_WR : DELAY_RD;
        endcase                           
end
assign wr_count_load = min_func(Mem_Wr_Counter, in_wr_count, addr_Wr_space);
always_ff @(posedge aclk)
    if (State == CHECK_WR)
        Wr_Counter <= wr_count_load;
    else if (MIG_Port_WREADY && MIG_Port_WVALID)
        Wr_Counter <= Wr_Counter - 1;
always_ff @(posedge aclk)
    if (State == CHECK_WR)
        Wr_Counter_Reg <= wr_count_load;
assign rd_count_load = min_func(Mem_Rd_Counter, out_Rd_space, addr_Rd_space);
always_ff @(posedge aclk)
    if (State == CHECK_RD)
        Rd_Counter_Reg <= rd_count_load;
assign addr_Wr_space = (Max_Address - Mem_Wr_Addr) / Bytes_in_Word;
always_ff @(posedge aclk)
    if(!int_resetn)
        Mem_Wr_Addr <= Base_Address;
    else if (MIG_Port_AWREADY && MIG_Port_AWVALID) begin
        Mem_Wr_Addr <= Mem_Wr_Addr + Wr_Counter_Reg * Bytes_in_Word;
        if (Mem_Wr_Addr + Wr_Counter_Reg * Bytes_in_Word == Max_Address)
            Mem_Wr_Addr <= Base_Address;
    end
assign addr_Rd_space = (Max_Address - Mem_Rd_Addr) / Bytes_in_Word;
always_ff @(posedge aclk)
    if(!int_resetn)
        Mem_Rd_Addr <= Base_Address;
    else if (MIG_Port_ARREADY && MIG_Port_ARVALID) begin
        Mem_Rd_Addr <= Mem_Rd_Addr + Rd_Counter_Reg * Bytes_in_Word;
        if (Mem_Rd_Addr + Rd_Counter_Reg * Bytes_in_Word == Max_Address)
            Mem_Rd_Addr <= Base_Address;
    end
always_ff @(posedge aclk)
    if(!int_resetn)
        Mem_Wr_Counter <= Memory_Size;
    else if (MIG_Port_WREADY && MIG_Port_WVALID)
        Mem_Wr_Counter <= Mem_Wr_Counter - 1;
    else if (MIG_Port_RVALID && MIG_Port_RREADY)
        Mem_Wr_Counter <= Mem_Wr_Counter + 1;
always_ff @(posedge aclk)
    if(!int_resetn)
        Mem_Rd_Counter <= 0;
    else if (MIG_Port_WREADY && MIG_Port_WVALID)
        Mem_Rd_Counter <= Mem_Rd_Counter + 1;
    else if (MIG_Port_RVALID && MIG_Port_RREADY)
        Mem_Rd_Counter <= Mem_Rd_Counter - 1;
always_ff @(posedge aclk)
    if ((State == RD) || (State == WAIT_RESP))
        Delay_Counter <= RW_Delay_Value;
    else if ((State == DELAY_RD) || (State == DELAY_WR))
        Delay_Counter <= Delay_Counter - 1;
endmodule
==> run summary <==
Reports from this run.

- The initial antenna violation count is 9.
- The final critical delay including setup and external delays is 10690 ps.
- The cell with the biggest individual delay on the critical path is or4b_2.
- Nets still carrying antenna violations after routing amount to 0.
- The global-route wire length before repair reads 141500 um.
- Per the CTS log, the maximum H-tree level is 1.
- The largest net degree at the start of global routing is 56.
- The prevailing logic family in the synthesized netlist is simple AND/OR/NAND/NOR gates.
- The total negative slack for setup checks reads 0 ps.
- The relative area change from synthesis to final layout reads 12.18%.
- A synthesized cell averages 7.938 sq um.
- The maximum operating frequency reads 93.56 MHz.
- The portion of synthesized area spent on multiplexers is 0.03299.
- Of the cells placed in the final design, the portion with a size suffix greater than 1 is 0.05679.
- The number of register bits inferred by synthesis reads 229.
- Detailed-route iteration 0 reported a violation count of 1421.
- The number of rows created at floorplan is 139.
- The run finished with clean final reports.
- The area of the chip is 160800 sq um.
- The count of pins over their slew limit reads 0.
- Across the VDD grid, the largest voltage drop is 64.80 uV.
- Of all flip-flops after synthesis, the portion carrying an async set or reset was 0.
- The final power report lists total power as 1.537 mW.
- The clock sink total reads 229.
- The region available for standard cell placement spans 144000 sq um.
- The number of buffers on the longest clock path reads 3.
- The maximum fanout encountered on the critical timing path is 54.
- Clock-pin slew was measured on the worst setup and hold paths at 70 ps.
- The number of global-route vias before repair reads 19.29k.
- The endpoint required time on the critical path reads 18840 ps.
- The post-cts hold buffer count reads 0.
- The via count normalized by instance count is 4.287.
- The total vias in the final route reads 20.69k.
- The most frequent cell on the critical path is a21o_1.
- The share of the clock period used by the worst path after layout is 0.5777.
- The adder and majority cell fraction of the synthesized area is 0.1332.
- The path type of the worst min-delay path reads reg -> reg.
- The final wirelength reads 100300 um.
- The critical path arrival is 11030 ps.
- The number of iterations in the first detailed-routing pass reads 7.
- The post-CTS setup repair buffer count reads 0.
- The x dimension of the die reads 401 um.
- The setup skew after layout is 15.11 ps.
- The max-cap check violation count is 0.
- STA classifies the critical path endpoint as a register.
- The CTS tree is yes.
- The pre-placement core utilization reads 0.1646.
- Setup repair after global routing left no endpoint under its margin.
- The leakage power summed over all cells is 10.95 nW.
- The detailed-route DRC error count is 0.
- The type of the worst setup path is in -> reg.
- The areal power density over the cells is 57.81 nW/um^2.
- The number of antenna repair diodes is 0.
- After technology mapping, the gate count stands at 2986.
- The count of library flops with an enable pin reads 88.
- The slew check shows that the tightest pin keeps a relative margin of 0.3528.
- By instance count after routing, the leading logic cell type is nand2_1.
- The root buffer selected by CTS is clkbuf_16.
- The post-synth design cell area is 23700 sq um.
- Per Yosys stat, the portion of area used by sequential elements is 0.2306.
- The number of cells in the yosys synthesis report reads 2986.
- The total cell area reported by yosys after synthesis reads 23700 sq um.
- The final weighted congestion recorded by global placement is 0.9161.
- The global-route congestion overflow total reads 0.
- The number of synthesis warnings is 0.
- From bottom edge to top edge, the die measures 401 um.
- The worst setup path is launched from a primary input.
- The post-cts repair resize count is 0.
- The number of warnings in the stage logs reads 44.
- Grouping stages by cell kind, the critical path spends the most delay in AND-OR/OR-AND gates.
- The buffering stage count on the worst path with inverters included is 4.
- Per STA, the highest per-stage delay on the worst path measures 700 ps.
- The global-route usage over all layers is 0.1205.
- The transition time at the pin with the least slew margin reads 962.0 ps.
- The count of input and output buffers reads 153.
- In this run, the synthesized area fraction spent on and/or/nand/nor cells is recorded as 0.2091.
- TritonRoute output was used to compute an average wire per cell of 20.78 um.
- The synthesized-area fraction occupied by ao, oa, aoi and oai cells is 0.1869.
- In the layout the commonest cells are nand2_1, ha_1, a21oi_1.
- Synthesis instantiated 77 different standard cells from the library.
- The detailed placer's ending HPWL reads 85010 um.
- The number of failing hold endpoints at the final stage is 0.
- From the final report, the count of setup violators was given as 0.
- The flip-flop cell with the highest count after synthesis is dfxtp_1.
- The clock buffer count from CTS reads 31.
- The number of I/O pins is 754.
- The insertion delay to the later sink of the worst-skew pair is 610 ps.
- The xor/xnor share of the synthesized area reads 0.06504.
## per-stage QoR
stage          utilization  instance area, sq um  hold slack (ps)  setup WS [ps]  cells
2_1_floorplan            -                 24130            429.7           8712   3100
3_3_place_gp        0.1772                 25510            439.7           7095   4768
3_5_place_dp        0.1772                 25510            457.5           7109   4768
4_1_cts             0.1846                 26590            463.3           7761   4826
5_1_grt             0.1846                 26590            488.5           7286   4826
6_report            0.1846                 26590            457.9           7812   4826
## layout make-up
type / count / area, sq um
inverters: 144 / 540.5
fillers: 15920 / 117400
well taps: 1903 / 2381
clock buffers: 32 / 779.5
flip-flops and latches: 229 / 5466
repair buffers: 186 / 1779
multi-input cells: 2306 / 15350
clock inverters: 26 / 294.0
## power breakdown
| part | total, mW | internal (mW) | switching (mW) |
|---|---|---|---|
| sequential | 0.563 | 0.542 | 0.0204 |
| combinational | 0.339 | 0.147 | 0.192 |
| clock | 0.635 | 0.368 | 0.267 |
## synthesized netlist by cell type (7+ instances only)
cell type,count,area [sq um]
nor2b_1,54,337.8
nand3b_1,8,60.06
xor2_1,76,665.6
and2_1,17,106.4
a21boi_0,12,90.09
o31ai_1,8,60.06
nor2_1,214,803.3
nor4_1,61,381.6
a211o_1,10,87.58
dfxtp_1,141,2823
o21bai_1,10,75.07
clkbuf_1,82,307.8
xnor2_1,100,875.8
o21ai_0,136,680.7
o31a_1,7,61.31
o22ai_1,11,68.82
a31oi_1,21,131.4
mux2i_1,41,410.4
buf_4,330,2477
or4_1,21,157.7
or3_1,33,206.5
nand4_1,52,325.3
a211oi_1,38,285.3
a21oi_1,223,1116
ha_1,246,3078
nor3_1,75,375.4
a32oi_1,7,61.31
inv_1,144,540.5
o21a_1,31,232.7
o211ai_1,15,112.6
and3_1,20,125.1
nand2b_1,24,150.1
mux2_2,33,371.6
nand2_1,271,1017
nand3_1,86,430.4
or2_2,23,143.9
a21o_1,90,675.7
edfxtp_1,88,2643
buf_1,8,30.03
## logic make-up after synthesis
family,count (synthesis)
AOI/OAI and AO/OA,696
xor gates and xnor gates,176
adders and majority gates,250
buffers and inverters,565
DFF,229
muxes,74
other,2
and+or+nand+nor,994
## worst reg2reg max path, delay by kind of cell, from the launching register on
| family | cells | cell delay [ps] |
|---|---|---|
| AND-OR/OR-AND | 7 | 1530 |
| multiplexers | 3 | 990 |
| adder cells (fa/ha/maj) | 2 | 610 |
| flip-flops | 1 | 360 |
| AND/OR/NAND/NOR | 6 | 2440 |
| buffers and inverters | 3 | 840 |
## state kept, by name, summed over array words and instances, names as in the netlist
register,count
Delay_Counter,8
MIG_Port_ARADDR,28
MIG_Port_AWADDR,28
Mem_Rd_Counter,32
Mem_Wr_Counter,32
Rd_Counter_Reg,28
State,13
Wr_Counter,32
Wr_Counter_Reg,28
## worst paths after layout
kind / start / end / slack [ps] / cells after the start
worst min register to register: State[0] / State[0] / 460 / 2
worst max register to register: Mem_Wr_Counter[31] / Wr_Counter[0] / 11470 / 21
worst min-delay path: State[0] / State[0] / 460 / 2
worst max-delay path: out_rd_count[0] / Rd_Counter_Reg[6] / 7810 / 28
## routing by layer
metal	vias up	track usage	wire (um)
met5	-	0.01159	329
met3	140	0.07979	15660
met1	9505	0.1446	39500
li1	10190	-	-
met2	839	0.1783	42300
met4	20	0.02452	2473
No activity file was given, so power comes from the tool's default toggle rates.
